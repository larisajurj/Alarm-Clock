--- design/flow/run.sh ---
#!/bin/bash
# OpenROAD 26Q1-2900-gdf79404cd8, Yosys 0.63+post, stock flow scripts
make -C /OpenROAD-flow-scripts/flow DESIGN_CONFIG=/design/flow/config.mk WORK_HOME=/design/flow/orfs finish
--- design/flow/design.v ---
`timescale 1ns/1ns
module RingCounter(
    input clk, rst,
    output [7:0] A 
);
    reg [7:0] state_ff, state_nxt;
    assign A = state_ff; 
    localparam[7:0] STATE_D0 =  'b01111111,
                    STATE_D1 =  'b10111111,
                    STATE_D2 =  'b11011111,
                    STATE_D3 =  'b11101111,
                    STATE_D4 =  'b11110111,
                    STATE_D5 =  'b11111011,
                    STATE_D6 =  'b11111101,
                    STATE_D7 =  'b11111110,
                    STATE_OFF = 'b11111111;
    always @ (*) begin
        state_nxt = state_ff;
        case(state_ff)
            STATE_D0: begin 
                state_nxt = STATE_D1;
            end
            STATE_D1: begin 
                state_nxt = STATE_D2;
            end
            STATE_D2: begin 
                state_nxt = STATE_D3;
            end
            STATE_D3: begin 
                state_nxt = STATE_D4;
            end
            STATE_D4: begin 
                state_nxt = STATE_D5;
            end
            STATE_D5: begin 
                state_nxt = STATE_D6;
            end
            STATE_D6: begin 
                state_nxt = STATE_D7;
            end
            STATE_D7: begin 
                state_nxt = STATE_D0;
            end
            STATE_OFF: begin 
                state_nxt = STATE_D0;
            end
            default: begin
                state_nxt = STATE_OFF;
            end
        endcase
    end
    always @(posedge clk or posedge rst) begin
        if(rst) begin
            state_ff <= STATE_OFF;
        end else begin
            state_ff <= state_nxt;
        end
    end
endmodule
--- design/flow/config.mk ---
export PLATFORM = sky130hd
export DESIGN_NAME = RingCounter
export DESIGN_NICKNAME = RingCounter
export VERILOG_FILES = /design/flow/design.v
export SDC_FILE = /design/flow/constraint.sdc
export NUM_CORES = 4
export LEC_CHECK = 1
export CORE_AREA = 10 10 70 70
export DIE_AREA = 0 0 80 80
--- design/flow/constraint.sdc ---
current_design RingCounter

set clk_period 1.9
set clk_io_pct 0.2

create_clock -name clk0 -period $clk_period [get_ports {clk}]

set non_clock_inputs [all_inputs -no_clocks]
set_input_delay [expr $clk_period * $clk_io_pct] -clock clk0 $non_clock_inputs
set_output_delay [expr $clk_period * $clk_io_pct] -clock clk0 [all_outputs]
==> GITHUB_STEP_SUMMARY <==
### Yosys + OpenROAD results

| Metric | Value |
|---|---|
| Cells traversed along the worst timing path | `clkdlybuf4s50_1` |
| Per-cell via count in the routed design | `3.07` |
| Critical Path Sink Type | `output pin` |
| Met3 demand-to-capacity share in global routing | `2.84%` |
| Number of H-tree levels | `1` |
| Largest net degree at the start of global routing | `9` |
| Type of the worst setup path | `register to output pin` |
| Number of sinks handled by clock tree synthesis | `8` |
| Dominant logic cell type in the layout | `sky130_fd_sc_hd__clkdlybuf4s50_1` |
| Final worst setup slack | `0.190 ns` |
| Slew Limit Fails | `0` |
| Number of fillers in the final layout | `389` |
| Post-synthesis cell count | `26` |
| Fin Setup TNS | `0 ns` |
| Via count | `270` |
| Vias in the first global route | `268` |
| Ys cells | `26` |
| Area of the synthesized netlist per yosys stat | `340 um^2` |
| Mean Syn Cell Area | `13.1 um^2` |
| P&R area growth vs syn | `52.9%` |
| Count of routing violations after the opening detailed-route iteration | `52` |
| Regs by FF count | `state_ff x8` |
| Antenna violation net count after detailed routing | `0` |
| Library cells used by synthesis | `7` |
| Post-layout min period | `1.71 ns` |
| Leakage power | `0.197 nW` |
| Total area of multi-input combinational cells | `126 um^2` |
| Dpl cell area | `488 um^2` |
| Core region area | `0.00342 mm^2` |
| Total die size | `0.00640 mm^2` |
| Min-delay src | `state_ff[0]` |
| Register-to-register setup slack | `0.87 ns` |
| Max-cap violations | `0` |
| HPWL after detailed placement | `629 um` |
| First element of the critical path | `state_ff[7]` |
| Run status | `finished clean` |
| Placer congestion estimate | `0.674` |
| Layer with the highest usage after global routing | `met1` |
| M2 GR Usage | `3.61%` |
| Routed WL | `877 um` |
| Worst VDD drop | `0.000114 V` |
| Init Core Util | `9.96%` |
| Root Driver | `sky130_fd_sc_hd__clkbuf_4` |
| Arr. time, crit path | `1.33 ns` |
| Design area | `520 um^2` |
| Post-route DRC violation count | `0` |
| Number of gates on the worst path with buffers counted | `1` |
| Largest reg by FF count | `state_ff` |
| Peak fanout along the critical path | `6` |
| I/O pin count | `10` |
| M1 GR Usage | `3.66%` |
| Number of hold violations in the final report | `0` |
| Netlist area before placement | `340 um^2` |
| Number of buffers and inverters on the critical path | `1` |
| Unrepaired setup endpoints after global routing | `no` |
| Worst setup slack before clock tree synthesis | `0.460 ns` |
| Chip Width | `80 um` |
| Number of buffers created by CTS | `3` |
| Overflow after GRT | `0` |
| Seq. cell area | `210 um^2` |
| Hold bufs inserted after CTS | `0` |
| Yosys synthesis warning count | `1` |
| Worst reg-to-reg path cell count | `2` |
| Log Warnings | `25` |
| End point of the critical path | `A[7]` |
| Worst path slowest cell | `sky130_fd_sc_hd__dfstp_2` |
| Initial DRT Pass Iterations | `2` |
| Critical Path Start Type | `register` |
| Highest Clock Rate | `585 MHz` |
| Rel. slew slack | `80.6%` |
| Path type of the worst min-delay path | `register to register` |
| Portion of the post-synthesis area used by sequential elements | `61.8%` |
| Clock Path Buffers | `2` |
| Source-to-sink clock delay at the later pin of the worst-skew pair | `0.25 ns` |
| Initial antenna violation count | `1` |
| Crit share post-route | `90.0%` |
| PortBufs | `9` |
| Vert. Die Dim | `80 um` |
| Worst r2r dst | `state_ff[7]` |
| Actual transition at the worst max-transition pin | `0.291 ns` |
| Endpoint required time on the critical path | `1.52 ns` |
| Post-synthesis sequential element count | `8` |
| Number of rows in the core area | `21` |
| Clock transition at the register clock pins on the worst setup and hold paths after CTS | `0.06 ns` |
| Reg-to-Reg Start | `state_ff[3]` |
| Global-route usage over all layers | `2.91%` |
| TritonCTS clock tree | `yes` |
| Postcts setup bufs | `0` |
| Wire length per cell | `9.97 um` |
| PostCTS Resize Cnt | `0` |
| Number of flip-flops under the largest register name | `8` |
| Share of layout cells above drive strength 1 | `39.5%` |
| Fin Clk Skew | `0.000691 ns` |
| First-pass GRT wire length | `1.42 mm` |
| Final setup violation count | `0` |
| CP peak stage delay | `0.58 ns` |
| Worst path top cell family by delay | `flip-flops` |
| Power density over the cells | `593 mW/mm^2` |
| Commonest non-fill, non-tap cells in the layout | `9 x sky130_fd_sc_hd__clkdlybuf4s50_1, 8 x sky130_fd_sc_hd__nand4_1, 8 x sky130_fd_sc_hd__dfstp_2, 4 x sky130_fd_sc_hd__and2b_1, 3 x sky130_fd_sc_hd__clkbuf_4` |
-- logic make-up (layout without fill, tap and decap cells) --
logic type | count (synthesis) | in the layout | synth area share (%)
buffers and inverters | 1 | 13 | 1.10
flip-flops | 8 | 8 | 61.8
other | 0 | 4 | 0
AND/OR/NAND/NOR | 17 | 17 | 37.1
-- cell usage after synthesis --
cell type,number,area (um^2)
sky130_fd_sc_hd__dfstp_2,8,210
sky130_fd_sc_hd__nand4_1,8,50.1
sky130_fd_sc_hd__and2b_1,4,30.0
sky130_fd_sc_hd__and2b_2,2,17.5
sky130_fd_sc_hd__and4_4,2,22.5
sky130_fd_sc_hd__inv_1,1,3.75
sky130_fd_sc_hd__nor2b_1,1,6.26
-- where the power goes --
| group | switching (mW) | total, mW | internal (mW) |
|---|---|---|---|
| sequential | 0 | 0.171 | 0.171 |
| combinational | 0.00326 | 0.00518 | 0.00192 |
| clock | 0.0597 | 0.132 | 0.0724 |
-- worst min path at each step --
stage,end,slack [ns],cells past startpoint
finish,state_ff[4],0.48,1
global route,state_ff[4],0.50,1
CTS,state_ff[4],0.48,1
-- metrics by stage --
step	hold slack, ns	utilization [%]	power, mW	instances
CTS	0.483	14.9	0.312	84
global route	0.500	15.2	0.325	88
detailed placement	0.467	14.3	0.179	81
floorplan	0.423	-	0.176	26
finish	0.483	15.2	0.309	88
global placement	0.463	14.3	0.179	81
-- layout make-up --
| cell class | count | area share, % |
|---|---|---|
| inverters | 1 | 0.721 |
| clock buffers | 3 | 4.33 |
| repair buffers | 9 | 17.3 |
| flip-flops and latches | 8 | 40.4 |
| multi-input cells | 17 | 24.3 |
| well taps | 46 | 11.1 |
| diodes | 4 | 1.92 |
-- per-layer routing --
metal  vias up  part of all wire, %
li1        127                    -
met1       132                   48
met2        11                   37
met3         0                   15
met4         0                    0
met5         -                    0
Power figures rest on the tool's default switching activity, not on a simulated workload.
