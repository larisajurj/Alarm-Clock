--- /design/flow/design.v ---
`timescale 1us/1us
module Debouncer(
    input clk, rst_n,
    input plus_button, minus_button, program_button, set_alarm_button, turn_off_alarm_button,
    output debounced_plus_button, debounced_minus_button, debounced_program_button, debounced_set_alarm_button, debounced_turn_off_alarm_button
);
    SingleDebouncer debounce_plus_button(clk, rst_n, plus_button, debounced_plus_button);
    SingleDebouncer debounce_minus_button(clk, rst_n, minus_button, debounced_minus_button);
    SingleDebouncer debounce_program_button(clk, rst_n, plus_button, debounced_program_button);
    SingleDebouncer debounce_set_alarm_button(clk, rst_n, set_alarm_button, debounced_set_alarm_button);
    SingleDebouncer debounce_turn_off_alarm_button(clk, rst_n, turn_off_alarm_button, debounced_turn_off_alarm_button);
endmodule
`timescale 1ms/1ms
module SingleDebouncer(input clk,rst_n,d, output q);  
  reg val_d1, val_d2, val_save;
  assign q = val_save;
  always @(posedge clk or negedge rst_n) begin
    if(~rst_n) begin
      val_d1   <= 1'b0;
      val_d2   <= 1'b0;
      val_save <= 1'b0;
    end else begin
      val_d1 <= d;
      val_d2 <= val_d1;
      if(val_d2 == val_d1) begin
        val_save <= val_d1;
      end
    end
  end
endmodule
--- /design/flow/run.sh ---
#!/bin/bash
# OpenROAD 26Q1-2900-gdf79404cd8, Yosys 0.63+post, stock flow scripts
make -C /OpenROAD-flow-scripts/flow DESIGN_CONFIG=/design/flow/config.mk WORK_HOME=/design/flow/orfs finish
--- /design/flow/config.mk ---
export PLATFORM = sky130hd
export DESIGN_NAME = Debouncer
export DESIGN_NICKNAME = Debouncer
export VERILOG_FILES = /design/flow/design.v
export SDC_FILE = /design/flow/constraint.sdc
export NUM_CORES = 4
export LEC_CHECK = 1
export CORE_AREA = 10 10 70 70
export DIE_AREA = 0 0 80 80
--- /design/flow/constraint.sdc ---
current_design Debouncer

set clk_period 1.7
set clk_io_pct 0.2

create_clock -name clk0 -period $clk_period [get_ports {clk}]

set non_clock_inputs [all_inputs -no_clocks]
set_input_delay [expr $clk_period * $clk_io_pct] -clock clk0 $non_clock_inputs
set_output_delay [expr $clk_period * $clk_io_pct] -clock clk0 [all_outputs]
==> impl_metrics.csv <==
group,metric,value,unit
clock_tree,cts_setup_buffers,0,
critical_path,critPathRequiredTime,1.36,ns
pwr,p_comb_frac,0.091,
synth,yosysTopAreaCell,"dfrtp_1",
floorplanning,initial_core_util,0.103,
final_timing,tightest_slew,0.505,ns
pwr,power.share.switching,0.185,
clock_tree,htreeDepth,1,
clock_tree,root_buffer,"clkbuf_4",
global_route,grt_pass1_wl,834,um
critical_path,path_class,"reg2out",
synth,top_area_frac,0.851,
final_timing,finClkSkew,0.000613,ns
clock_tree,ctsHoldBuffers,0,
clock_tree,clockBufferDepth,2,
drt,ant_nets,0,
floorplanning,core,3420,um2
synth,ys_ff,12,
synth,ys_seq_frac,0.851,
synth,ys_cells,17,
pwr,switchingPower,0.0961,mW
final_timing,fin_setup_tns,0,ns
floorplanning,fp.dieW,80,um
hold_path,hold_path_class,"reg2reg",
final_timing,relSlewSlack,0.662,
synth,yosysUniqueCellTypes,3,
critical_path,critPathBufInv,1,
clock_tree,cts_buffers,3,
global_route,antenna_found_initial,0,
final_timing,fmax,0.693,GHz
final_timing,rsz0062_at_grt,"false",
critical_path,cp-end-kind,"primary output",
global_route,overflow,0,
synth,synth.area.top_cells,"dfrtp_1 85%, maj3_2 13%, buf_4 2.1%",
job,tool_warnings,26,
critical_path,path_max_fanout,3,
critical_path,critPathArrivalTime,1.10,ns
drt,viasPerCell,2.32,
run_status,status,"finished, final reports clean",
critical_path,max_stage_delay,0.48,ns
clock_tree,clkSinkCount,12,
clock_tree,path_clk_slew,0.06,ns
drt,via_count,174,
pwr,totalPowerFinal,0.520,mW
placed_design,dp_slack,0.513,ns
cells_and_area,areaGrowthSynthToFinish,48.9,%
placed_design,place_inst,72,
synth,ff_type,"dfrtp_1",
floorplanning,core.rowCount,21,
synth,syn_avg_cell_area,20.8,um2
critical_path,critPathTopFamily,"buffers and inverters",
critical_path,worst_path_max_delay_cell,"clkdlybuf4s50_1",
pwr,p_clk_frac,0.302,
global_route,grt_max_degree,13,
synth,synthCells,17,
drt,drt_iter0_drc,0,
clock_tree,clk_latency,0.26,ns
final_timing,fin_ws,0.257,ns
drt,diodes,0,
placed_design,port_buffers,10,
final_timing,final_hold_viol_count,0,
floorplanning,io_pins,12,
clock_tree,cts_tree,"done",
final_timing,maxSlewViolCount,0,
cells_and_area,final_cell_area,526,um2
drt,drcViolationCount,0,
pwr,irDropWorstVdd,0.381,mV
floorplanning,dieArea,6400,um2
pwr,power_density,989,nW/um2
job,maxCapViolCount,0,
global_route,grt_use_total,0.0178,
clock_tree,cts_resized,0,
synth,yosys_area,353,um2
placed_design,placed_area,503,um2
floorplanning,die_h,80,um
final_timing,period_used_share,0.849,
synth,async_reset_ff_frac,1.00,
synth,yosysMostFrequentCell,"dfrtp_1",
pwr,p_seq_frac,0.607,
placed_design,place_congestion,0.610,
critical_path,r2r_slack,0.90,ns
pwr,p_leak,0.206,nW
drt,wl_per_cell,7.52,um
global_route,grt_pass1_vias,171,
cells_and_area,n_fill_cell,389,
final_timing,setup_violations,0,
critical_path,cp_cell_sequence,"clkdlybuf4s50_1",
final_timing,period_minus_slack,1.44,ns
critical_path,start_kind,"flip-flop",
synth,edf_count,0,
cells_and_area,final_cells,75,
drt,wl,564,um
synth,yosys_warnings,1,
cells_and_area,drive_gt1_frac,0.241,
synth,syn_area,353,um2
drt,drtPass1Iterations,1,
pwr,power.internal,0.423,mW
synth,synthTopCellsByCount,"12 x dfrtp_1, 4 x maj3_2, 1 x buf_4",
-- worst paths after layout --
kind | cells past startpoint | endpoint | startpoint
min in group asynchronous | 1 | debounce_minus_button.val_d2 | rst_n
worst min-delay path | 0 | debounce_set_alarm_button.val_d2 | debounce_set_alarm_button.val_d1
max in group asynchronous | 1 | debounce_program_button.val_save | rst_n
worst max-delay path | 1 | debounced_plus_button | debounce_program_button.val_save
worst max register to register | 1 | debounce_minus_button.val_save | debounce_minus_button.val_d1
worst min register to register | 0 | debounce_set_alarm_button.val_d2 | debounce_set_alarm_button.val_d1
-- per-stage QoR --
step           hold slack (ns)  utilization
3_3_place_gp             0.368        0.147
2_1_floorplan           0.0444            -
3_5_place_dp             0.372        0.147
4_1_cts                  0.387        0.154
6_report                 0.383        0.154
5_1_grt                  0.394        0.154
-- layer usage --
layer,wire [um],vias to the layer above,GRT usage
li1,-,82,-
met1,218,84,0.0191
met2,275,8,0.0257
met3,70,0,0.0159
met4,0,0,0.00352
met5,0,-,0
-- cell type report --
class | count | area, um2 | area share
flip-flops and latches | 12 | 300 | 0.571
well taps | 46 | 57.6 | 0.110
clock buffers | 3 | 22.5 | 0.0429
repair buffers | 10 | 100 | 0.190
multi-input cells | 4 | 45.0 | 0.0857
-- registers in the layout (all words and copies together), names as in the netlist --
signal and cells:
debounce_turn_off_alarm_button.val_save 1, debounce_minus_button.val_d1 1, debounce_minus_button.val_d2 1, debounce_set_alarm_button.val_save 1, debounce_minus_button.val_save 1, debounce_program_button.val_d2 1, debounce_turn_off_alarm_button.val_d2 1, debounce_set_alarm_button.val_d2 1
debounce_turn_off_alarm_button.val_d1 1, debounce_set_alarm_button.val_d1 1, debounce_program_button.val_d1 1, debounce_program_button.val_save 1
-- cells by family (layout without fill, tap and decap cells) --
group                      Yosys count  after routing  share of synthesized area
buffers and inverters                1             13                     0.0213
DFF                                 12             12                      0.851
adders and majority gates            4              4                      0.128
-- placed cells by master, fill, tap and decap left out --
master | synthesis | final
clkbuf_4 | 0 | 3
dfrtp_1 | 12 | 12
maj3_2 | 4 | 4
clkdlybuf4s50_1 | 0 | 10
-- power by group through the flow --
stage / combinational [mW] / sequential, mW / clock [mW]
6_report: 0.0474 / 0.315 / 0.157
4_1_cts: 0.0501 / 0.316 / 0.169
5_1_grt: 0.0520 / 0.318 / 0.175
Power figures rest on the tool's default switching activity, not on a simulated workload.
